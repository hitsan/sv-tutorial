<file path="config.mk">
export PLATFORM = sky130hd
export DESIGN_NAME = fir_filter_transposed
export DESIGN_NICKNAME = fir_filter_transposed
export VERILOG_FILES = /design/flow/design.v
export SDC_FILE = /design/flow/constraint.sdc
export NUM_CORES = 4
export LEC_CHECK = 1
export CORE_UTILIZATION = 40
</file>
<file path="design.v">
`timescale 1ns / 100ps
package alu_pkg;
  typedef enum logic [3:0] {
    ALU_ADD  = 4'b0000,
    ALU_SUB  = 4'b0001,
    ALU_AND  = 4'b0010,
    ALU_OR   = 4'b0011,
    ALU_XOR  = 4'b0100,
    ALU_SLL  = 4'b0101,
    ALU_SRL  = 4'b0110,
    ALU_SRA  = 4'b0111,
    ALU_SLT  = 4'b1000,
    ALU_SLTU = 4'b1001
  } alu_op_t;
endpackage
`timescale 1ns / 1ps
module fir_filter_transposed #(
    parameter int DATA_WIDTH = 16,
    parameter int COEFF_WIDTH = 16,
    parameter int NUM_TAPS = 4,
    parameter logic signed [COEFF_WIDTH-1:0] COEFF_0 = 16'sh2000,   
    parameter logic signed [COEFF_WIDTH-1:0] COEFF_1 = 16'sh4000,   
    parameter logic signed [COEFF_WIDTH-1:0] COEFF_2 = 16'sh4000,   
    parameter logic signed [COEFF_WIDTH-1:0] COEFF_3 = 16'sh2000   
) (
    input  logic                         clk,
    input  logic                         rst_n,
    input  logic signed [DATA_WIDTH-1:0] data_in,
    input  logic                         valid_in,
    output logic signed [DATA_WIDTH-1:0] data_out,
    output logic                         valid_out
);
  localparam int MUL_WIDTH = DATA_WIDTH + COEFF_WIDTH;
  localparam int ACCUM_WIDTH = MUL_WIDTH + $clog2(NUM_TAPS);
  logic signed [MUL_WIDTH-1:0] mul[NUM_TAPS-1:0];
  logic signed [ACCUM_WIDTH-1:0] accum[NUM_TAPS-1:0];
  always_comb begin
    mul[0] = data_in * COEFF_0;
    mul[1] = data_in * COEFF_1;
    mul[2] = data_in * COEFF_2;
    mul[3] = data_in * COEFF_3;
  end
  always_ff @(posedge clk or negedge rst_n) begin
    if (!rst_n) begin
      for (int i = 0; i < NUM_TAPS; i++) accum[i] <= '0;
    end else if (valid_in) begin
      accum[0] <= mul[0];
      for (int i = 1; i < NUM_TAPS; i++) begin
        accum[i] <= mul[i] + accum[i-1];
      end
    end
  end
  localparam int SCALE_SHIFT = 15;
  localparam int SCALED_WIDTH = ACCUM_WIDTH - SCALE_SHIFT;
  logic signed [SCALED_WIDTH-1:0] scaled;
  logic signed [ACCUM_WIDTH-1:0] scaled_full;
  assign scaled_full = accum[NUM_TAPS-1] >>> SCALE_SHIFT;
  assign scaled = scaled_full[SCALED_WIDTH-1:0];
  localparam int MAX_DATA = (1 << (DATA_WIDTH - 1)) - 1;
  localparam int MIN_DATA = -(1 << (DATA_WIDTH - 1));
  always_comb begin
    if (scaled > SCALED_WIDTH'($signed(MAX_DATA)))
      data_out = MAX_DATA[DATA_WIDTH-1:0];
    else if (scaled < SCALED_WIDTH'($signed(MIN_DATA)))
      data_out = MIN_DATA[DATA_WIDTH-1:0];
    else data_out = scaled[DATA_WIDTH-1:0];
  end
  logic [NUM_TAPS-1:0] valid_shift;
  always_ff @(posedge clk or negedge rst_n) begin
    if (!rst_n) begin
      valid_shift <= '0;
    end else begin
      valid_shift <= {valid_shift[NUM_TAPS-2:0], valid_in};
    end
  end
  assign valid_out = valid_shift[NUM_TAPS-1];
endmodule
</file>
<file path="run.sh">
#!/bin/bash
# OpenROAD 26Q1-2900-gdf79404cd8, Yosys 0.63+post, stock flow scripts
make -C /OpenROAD-flow-scripts/flow DESIGN_CONFIG=/design/flow/config.mk WORK_HOME=/design/flow/orfs finish
</file>
<file path="constraint.sdc">
current_design fir_filter_transposed

set clk_period 8.6
set clk_io_pct 0.2

create_clock -name clk0 -period $clk_period [get_ports {clk}]

set non_clock_inputs [all_inputs -no_clocks]
set_input_delay [expr $clk_period * $clk_io_pct] -clock clk0 $non_clock_inputs
set_output_delay [expr $clk_period * $clk_io_pct] -clock clk0 [all_outputs]
</file>
==> summary.txt <==
Flow results.

- The share of the yosys chip area belonging to registers is 0.349.
- The pin count of the biggest net entering global routing is 47.
- The setup TNS is 0 ns.
- The number of design rule violations left after detail routing is 0.
- The number of different library cells used by synthesis comes to 73.
- The number of global-route vias before repair is 4431.
- Broken down by cell family, the worst path's largest delay share belongs to AND-OR/OR-AND gates.
- The final timing report lists a max-slew violation count of 0.
- The path class of the tightest hold or removal check is reg -> reg.
- Port buffering added 35 buffers.
- The post-synth register bit count is 78.
- The die width is between 100 and 150 um.
- The global route stage reports its total congestion overflow as 0.
- The script computed a power per unit cell area of around 290 nW/um^2.
- The arrival time of data at the critical path endpoint is between 4 and 5 ns.
- The total global-route track usage is 0.191.
- Yosys attributes the largest share of cell area to sky130_fd_sc_hd__dfrtp_1 35%, sky130_fd_sc_hd__ha_1 12%, sky130_fd_sc_hd__mux2_2 8.1%, sky130_fd_sc_hd__a21oi_1 3.8%, sky130_fd_sc_hd__o21a_1 3.6%.
- TritonCTS built the clock tree.
- The wire length recorded after detailed routing is between 10000 and 15000 um.
- Setup repair after global routing left no endpoint under its margin.
- The warning total across the stage logs is 25.
- For this block, the via count after detailed routing is 4465.
- The placement row count is about 42.
- The total setup violations reported at the end of the flow is 0.
- The routed design ends up with an antenna cell count of 0.
- After synthesis the cells add up to 5590 sq um.
- The H-tree was split into 3 levels.
- CTS added clock buffers totalling 9.
- The via density per instance is ~5.7.
- Post-synthesis, Yosys gives the total cell area as 5590 sq um.
- After clock tree synthesis, the repair step resized 0 gates.
- The total buffers and inverters traversed by the critical path is 1.
- The slowest stage of the critical path is the sky130_fd_sc_hd__clkdlybuf4s50_1 cell.
- The biggest area contributor in the post-synthesis netlist is sky130_fd_sc_hd__dfrtp_1.
- Clock latency on the worst-skew pair, taken at its later pin, is around 0.35 ns.
- Yosys mapped a number of flops with a built-in enable equal to 0.
- The clock root buffer is sky130_fd_sc_hd__clkbuf_16.
- The area share of the largest cell type after synthesis is 0.349.
- The fraction of the core area occupied by cells at floorplan is 0.416.
- The initial detailed-routing violation count is roughly 320.
- Endpoints failing hold in the final report were tallied at 0.
- The launch point of the worst register-to-register path is recorded as accum[0][14]$_DFFE_PN0P_.
- The dominant register cell is sky130_fd_sc_hd__dfrtp_1.
- The maximum ir drop on the vdd rail is 0.113 mV.
- Synthesis handed over a netlist of 579 instances.
- In this run the maximum-capacitance check reported violations numbering 0.
- The endpoint of the lowest-slack register-to-register path is accum[1][26]$_DFFE_PN0P_.
- The critical path is of the in -> reg type.
- The worst path in the final design needs a cycle of 4.08 ns, including I/O delays and setup.
- On the worst path, the slowest cell contributes a delay of 0.49 ns.
- The yosys stat cell total is ~580.
- The critical path maximum fanout is 5.
- In this run the count of I/O pins placed on the die edge is 36.
- After synthesis, the share of flip-flops with an asynchronous set or reset is 1.00.
- Based on the critical path, the design can be clocked at up to 0.245 GHz.
- The Yosys step of the flow raised 3 warnings.
- The timing report gives the worst reg2reg path a setup slack of 6.08 ns.
- The worst min-delay path startpoint is valid_shift[1]$_DFF_PN0_.
- Buffers added to address setup during post-CTS repair amount to 0.
- The floorplan step defined a die boundary enclosing 14500 sq um.
- In the finished design, the share of the clock period the worst path needs comes to 0.474.
- The design draws 0.00188 W.
- The iteration tally of the first detailed-router pass is 4.
- The flow ran to the end, and the final reports show no timing, DRC or antenna violations.
- The maximum clock insertion buffer count is 2.
- The endpoint type of the worst setup path is a flop.
- The clock tree has to reach about 78 sinks.
- The instance count along the most critical hold path is 0.
- The first global-routing pass estimated 21700 um of wire.
- The cell depth of the worst flop-to-flop path is 8.
- Clock skew on the completed layout was measured at 0.00634 ns.
- The post-CTS hold buffer count recorded in the log is 0.
- Routability-driven placement finished with a final weighted congestion of 0.859.
- The fraction of final layout cells with drive strength greater than 1 is 0.124.
- The headroom to the max-slew limit is 0.602.
- The clock transition at the registers of the reported paths is 0.06 ns.
- According to the floorplan report, the placeable core area is about 13000 sq um.
- The leakage component of the power was reported as roughly 2.7 nW.
- The initial antenna violation count is 0.
- The required time at the worst-slack endpoint is 8.83 ns.
- The post-detailed-route wirelength per cell is approximately 15 um.
- The worst setup path is launched from a primary input.
- The signal on the critical path passes through clkdlybuf4s50_1 > ha_1 > fa_1 > a21oi_1 > o21a_1 > o21ai_1 > a221oi_2 > nor4_1 > or3_1.
- The average cell area after synthesis is just under 10 sq um.
- Once detailed placement completed, the half-perimeter wirelength came to 8950 um.
- The die outline height is 120 um.
- The remaining antenna violation count is 0.
- The area growth from synthesis to layout is 14.3%.
- The measured slew at the worst slew-check pin is 0.592 ns.
- Looking at the hold checks, the worst path lands on valid_shift[2]$_DFF_PN0_.
-- sequential cells by signal, summed over array words and instances (netlist names) --
| signal | cells |
|---|---|
| accum | 74 |
| valid_shift | 4 |
-- metal layers --
metal	routed length (um)	GRT usage	up-vias
li1	-	-	2271
met1	6170	0.297	2100
met2	5320	0.295	78
met3	436	0.0260	16
met4	263	0.0316	0
met5	0	0	-
-- worst max path at each step --
| stage | start | endpoint | slack [ns] | cells past startpoint |
|---|---|---|---|---|
| finish | data_in[0] | accum[1][26]$_DFFE_PN0P_ | 4.52 | 9 |
| global route | data_in[0] | accum[1][26]$_DFFE_PN0P_ | 4.33 | 9 |
| CTS | data_in[0] | accum[1][26]$_DFFE_PN0P_ | 4.54 | 9 |
-- cell type report --
class	instances	area, sq um
Fill cell	1258	7060
Clock inverter	6	62.6
Sequential cell	78	1950
Multi-Input combinational cell	461	3480
Tap cell	176	220
Clock buffer	10	229
Timing Repair Buffer	40	380
Inverter	18	67.6
-- cell usage in the layout (no fill, tap or decap), types with 4 or more instances in the layout --
cell type	netlist	routed
sky130_fd_sc_hd__and3_1	4	4
sky130_fd_sc_hd__nand4_1	12	12
sky130_fd_sc_hd__o21ai_1	4	4
sky130_fd_sc_hd__a21o_1	17	17
sky130_fd_sc_hd__a211oi_1	7	7
sky130_fd_sc_hd__o211ai_1	7	7
sky130_fd_sc_hd__ha_1	52	52
sky130_fd_sc_hd__buf_4	0	6
sky130_fd_sc_hd__nor3_1	15	15
sky130_fd_sc_hd__mux2_2	40	40
sky130_fd_sc_hd__clkdlybuf4s50_1	0	33
sky130_fd_sc_hd__clkbuf_16	0	9
sky130_fd_sc_hd__nand2_1	37	37
sky130_fd_sc_hd__xnor2_1	21	21
sky130_fd_sc_hd__xor2_1	5	5
sky130_fd_sc_hd__o21ai_0	25	25
sky130_fd_sc_hd__o21a_1	27	27
sky130_fd_sc_hd__nand3_1	14	14
sky130_fd_sc_hd__nor2b_1	5	5
sky130_fd_sc_hd__a31oi_1	7	7
sky130_fd_sc_hd__dfrtp_1	78	78
sky130_fd_sc_hd__o31ai_1	9	9
sky130_fd_sc_hd__nand3b_1	5	5
sky130_fd_sc_hd__nor2_1	34	34
sky130_fd_sc_hd__inv_1	17	17
sky130_fd_sc_hd__a21oi_1	42	42
sky130_fd_sc_hd__o311ai_0	4	4
sky130_fd_sc_hd__nand2b_1	4	4
-- through the flow --
step	hold WS, ns	cells	area [sq um]	utilization	worst slack, ns
2_1_floorplan	0.331	579	5590	-	4.94
3_3_place_gp	0.333	773	6100	0.453	4.19
3_5_place_dp	0.337	773	6100	0.453	4.17
4_1_cts	0.350	789	6390	0.475	4.54
6_report	0.347	789	6390	0.475	4.52
5_1_grt	0.359	789	6390	0.475	4.33
-- Yosys cell counts, types with 3 or more instances --
library cell                instances
sky130_fd_sc_hd__clkbuf_1          13
sky130_fd_sc_hd__a31oi_1            7
sky130_fd_sc_hd__and3_1             4
sky130_fd_sc_hd__o211ai_1           7
sky130_fd_sc_hd__nand3b_1           5
sky130_fd_sc_hd__a21o_1            17
sky130_fd_sc_hd__nand2b_1           4
sky130_fd_sc_hd__o2111ai_1          3
sky130_fd_sc_hd__a22oi_1            3
sky130_fd_sc_hd__xor2_1             5
sky130_fd_sc_hd__nand2_1           37
sky130_fd_sc_hd__nand4_1           12
sky130_fd_sc_hd__o21ai_0           25
sky130_fd_sc_hd__o31ai_1            9
sky130_fd_sc_hd__ha_1              52
sky130_fd_sc_hd__nand3_1           14
sky130_fd_sc_hd__o311ai_0           4
sky130_fd_sc_hd__nor2_1            34
sky130_fd_sc_hd__o21a_1            27
sky130_fd_sc_hd__a211oi_1           7
sky130_fd_sc_hd__and2_1             3
sky130_fd_sc_hd__nor2b_1            5
sky130_fd_sc_hd__inv_1             17
sky130_fd_sc_hd__mux2_2            40
sky130_fd_sc_hd__o21ai_1            4
sky130_fd_sc_hd__dfrtp_1           78
sky130_fd_sc_hd__buf_1              5
sky130_fd_sc_hd__nor3_1            15
sky130_fd_sc_hd__xnor2_1           21
sky130_fd_sc_hd__or3_1              3
sky130_fd_sc_hd__a211o_1            3
sky130_fd_sc_hd__a21oi_1           42
-- kinds of logic after synthesis --
family,Yosys count,share of synthesized area
buffers and inverters,40,0.0289
multiplexers,42,0.0842
AND-OR/OR-AND,192,0.243
XOR/XNOR,26,0.0407
AND/OR/NAND/NOR,147,0.131
adder cells (fa/ha/maj),54,0.124
flip-flops,78,0.349
-- where the power goes --
group	internal [W]	total [W]	leakage, nW	switching [W]
combinational	0.000476	0.000948	1.63	0.000472
clock	0.000224	0.000380	0.134	0.000157
sequential	0.000486	0.000553	0.914	0.0000668
-- worst register-to-register path, cell delays in order (launching register included) --
cell                       delay (ns)
sky130_fd_sc_hd__dfrtp_1         0.37
sky130_fd_sc_hd__ha_1            0.21
sky130_fd_sc_hd__fa_1            0.41
sky130_fd_sc_hd__a21oi_1         0.22
sky130_fd_sc_hd__o21a_1          0.16
sky130_fd_sc_hd__o21ai_1         0.12
sky130_fd_sc_hd__a221oi_2        0.45
sky130_fd_sc_hd__nor4_1          0.08
sky130_fd_sc_hd__or3_1           0.38
Power figures rest on the tool's default switching activity, not on a simulated workload.
