==> /design/flow/design.v <==
`timescale 1ns / 100ps
package alu_pkg;
  typedef enum logic [3:0] {
    ALU_ADD  = 4'b0000,
    ALU_SUB  = 4'b0001,
    ALU_AND  = 4'b0010,
    ALU_OR   = 4'b0011,
    ALU_XOR  = 4'b0100,
    ALU_SLL  = 4'b0101,
    ALU_SRL  = 4'b0110,
    ALU_SRA  = 4'b0111,
    ALU_SLT  = 4'b1000,
    ALU_SLTU = 4'b1001
  } alu_op_t;
endpackage
module dff_async_reset #(
    parameter int WIDTH = 8
) (
    input  logic             clk,
    input  logic             rst_n,   
    input  logic [WIDTH-1:0] d,
    output logic [WIDTH-1:0] q
);
  always_ff @(posedge clk or negedge rst_n) begin
    if (!rst_n) begin
      q <= '0;   
    end else begin
      q <= d;   
    end
  end
endmodule : dff_async_reset
module dff_sync_reset #(
    parameter int WIDTH = 8
) (
    input  logic             clk,
    input  logic             rst,   
    input  logic [WIDTH-1:0] d,
    output logic [WIDTH-1:0] q
);
  always_ff @(posedge clk) begin
    if (rst) begin
      q <= '0;
    end else begin
      q <= d;
    end
  end
endmodule : dff_sync_reset
module dff_enable #(
    parameter int WIDTH = 8
) (
    input  logic             clk,
    input  logic             rst_n,
    input  logic             en,      
    input  logic [WIDTH-1:0] d,
    output logic [WIDTH-1:0] q
);
  always_ff @(posedge clk or negedge rst_n) begin
    if (!rst_n) begin
      q <= '0;
    end else if (en) begin
      q <= d;   
    end
  end
endmodule : dff_enable
module dff_reset_value #(
    parameter int WIDTH = 8,
    parameter logic [WIDTH-1:0] RESET_VALUE = '0
) (
    input  logic             clk,
    input  logic             rst_n,
    input  logic [WIDTH-1:0] d,
    output logic [WIDTH-1:0] q
);
  always_ff @(posedge clk or negedge rst_n) begin
    if (!rst_n) begin
      q <= RESET_VALUE;   
    end else begin
      q <= d;
    end
  end
endmodule : dff_reset_value
module dff_init_value #(
    parameter int WIDTH = 8,
    parameter logic [WIDTH-1:0] INIT_VALUE = '0
) (
    input  logic             clk,
    input  logic [WIDTH-1:0] d,
    output logic [WIDTH-1:0] q = INIT_VALUE   
);
  always_ff @(posedge clk) begin
    q <= d;
  end
endmodule : dff_init_value
module register_generic #(
    parameter int WIDTH = 8,
    parameter logic [WIDTH-1:0] RESET_VALUE = '0,
    parameter bit ASYNC_RESET = 1,   
    parameter bit RESET_ACTIVE_HIGH = 0   
) (
    input  logic             clk,
    input  logic             rst,
    input  logic             en,
    input  logic [WIDTH-1:0] d,
    output logic [WIDTH-1:0] q
);
  generate
    if (ASYNC_RESET) begin : async_reset_gen
      if (RESET_ACTIVE_HIGH) begin : active_high
        always_ff @(posedge clk or posedge rst) begin
          if (rst) q <= RESET_VALUE;
          else if (en) q <= d;
        end
      end else begin : active_low
        always_ff @(posedge clk or negedge rst) begin
          if (!rst) q <= RESET_VALUE;
          else if (en) q <= d;
        end
      end
    end else begin : sync_reset_gen
      always_ff @(posedge clk) begin
        if (RESET_ACTIVE_HIGH ? rst : !rst) q <= RESET_VALUE;
        else if (en) q <= d;
      end
    end
  endgenerate
endmodule : register_generic
module register_array #(
    parameter int WIDTH = 32,
    parameter int DEPTH = 8
) (
    input  logic                     clk,
    input  logic                     rst_n,
    input  logic [$clog2(DEPTH)-1:0] wr_addr,   
    input  logic                     wr_en,     
    input  logic [        WIDTH-1:0] wr_data,   
    input  logic [$clog2(DEPTH)-1:0] rd_addr,   
    output logic [        WIDTH-1:0] rd_data    
);
  logic [WIDTH-1:0] registers[DEPTH];
  always_ff @(posedge clk or negedge rst_n) begin
    if (!rst_n) begin
      for (int i = 0; i < DEPTH; i++) begin
        registers[i] <= '0;
      end
    end else if (wr_en) begin
      registers[wr_addr] <= wr_data;
    end
  end
  assign rd_data = registers[rd_addr];
endmodule : register_array
module pipeline_register #(
    parameter int WIDTH  = 8,
    parameter int STAGES = 3    
) (
    input  logic             clk,
    input  logic             rst_n,
    input  logic [WIDTH-1:0] d,
    output logic [WIDTH-1:0] q
);
  logic [WIDTH-1:0] pipe[STAGES];
  always_ff @(posedge clk or negedge rst_n) begin
    if (!rst_n) begin
      for (int i = 0; i < STAGES; i++) begin
        pipe[i] <= '0;
      end
    end else begin
      pipe[0] <= d;
      for (int i = 1; i < STAGES; i++) begin
        pipe[i] <= pipe[i-1];
      end
    end
  end
  assign q = pipe[STAGES-1];
endmodule : pipeline_register
==> /design/flow/run.sh <==
#!/bin/bash
# OpenROAD 26Q1-2900-gdf79404cd8, Yosys 0.63+post, stock flow scripts
make -C /OpenROAD-flow-scripts/flow DESIGN_CONFIG=/design/flow/config.mk WORK_HOME=/design/flow/orfs finish
==> /design/flow/config.mk <==
export PLATFORM = sky130hd
export DESIGN_NAME = pipeline_register
export DESIGN_NICKNAME = pipeline_register
export VERILOG_FILES = /design/flow/design.v
export SDC_FILE = /design/flow/constraint.sdc
export NUM_CORES = 4
export LEC_CHECK = 1
export CORE_AREA = 10 10 71 71
export DIE_AREA = 0 0 81 81
==> /design/flow/constraint.sdc <==
current_design pipeline_register

set clk_period 1.0
set clk_io_pct 0.2

create_clock -name clk0 -period $clk_period [get_ports {clk}]

set non_clock_inputs [all_inputs -no_clocks]
set_input_delay [expr $clk_period * $clk_io_pct] -clock clk0 $non_clock_inputs
set_output_delay [expr $clk_period * $clk_io_pct] -clock clk0 [all_outputs]
==> deck_impl_summary.md <==
Flow Results at a Glance

Outcome
  • Run status: completed

Floorplan
  • Floorplan utilization: 16.53%
  • IO Count: 18
  • Die W: 81 um
  • Std cell rows: 22
  • DIE AREA: 6561 um2
  • Die y size: 81 um
  • Core Box Area: 3633 um2

CTS
  • Clk ins delay skew pair: 250 ps
  • H-tree Lvls: 1
  • Total CTS buffers: 3
  • Setup Fix Bufs, Post-CTS: 0
  • Clock-pin slew on the worst setup and hold paths: 70 ps
  • Root Buffer: clkbuf_8
  • TritonCTS clock tree: built
  • Max clock buf depth: 2
  • # clock sinks: 24

GRT
  • M2 GR Usage: 2.627%
  • GRT Residual Overflow: 0
  • First-pass GRT wire length: 1469 um
  • Top Usage Layer GRT: met1
  • Grt met1 use: 4.252%
  • Grt met3 use: 2.450%
  • Initial antenna violation count: 0
  • Number of global-route vias before repair: 326
  • Largest net degree at the start of global routing: 25
  • Total track usage: 2.808%

Worst setup path
  • Max incr delay on CP: 360 ps
  • Critical path peak fanout: 1
  • Critical R2R Capture: pipe[1][1]
  • Top Family by Delay on Critical Path: flip-flops
  • CP arrival: 720 ps
  • Worst setup EP type: output pin
  • Setup CP Type: flip-flop to output pin
  • Reg2reg path depth: 0
  • Worst R2R Start: pipe[0][1]
  • Slowest CP cell: dfrtp_1
  • CP Launch Type: flip-flop
  • WP buf/inv: 1
  • Crit-path cells: buf_2
  • Reg2reg setup slack: 530 ps
  • WP data required: 800 ps

STA
  • Max Fclk: 1086 MHz
  • Skew final: 0.4372 ps
  • Final hold violation count: 0
  • Final worst path period share: 92.07%
  • Tmin final: 920.7 ps
  • Worst Tran Pin Value: 125.0 ps
  • RSZ-0062 raised after global routing: false
  • Final Max Tran Viols: 0
  • Headroom to the max-slew limit: 91.67%
  • Hold WS: 295.4 ps
  • Final setup viols: 0
  • Final setup TNS: 0 ps

Routing
  • Vias post-DR: 252
  • Routed len/inst: 9.355 um
  • DRT Pass-1 Iters: 2
  • Via/cell ratio: 2.710
  • DR DRC count: 0
  • Post-Route WL: 870 um
  • Post-route ant nets: 0
  • # diodes: 0
  • DRT iter0 DRCs: 1

Layout
  • Area delta synth->final: 41.87%
  • Fill count: 388
  • Combinational gate area: 0 um2
  • Largest register FFs: 24
  • Share of cells above drive strength 1: 26.67%
  • Comb gates: 0
  • Largest Register: pipe
  • Regs by FF count: pipe x24

Logic synthesis
  • Synth cell types: 1
  • Synth Flop Type: dfrtp_1
  • Yosys stat area: 600.6 um2
  • Seq/Total Area, Yosys: 100.0%
  • Flops after synth: 24
  • Cells after Synth: 24
  • Asr flop ratio synth: 100.0%
  • Yosys top cell by instances: dfrtp_1
  • Number of synthesized flops with an enable pin: 0
  • Yosys warns: 2
  • Post-Syn Area: 600.6 um2
  • Syn avg cell area: 25.02 um2
  • # Cells Yosys: 24
  • Top post-synthesis cells by count: dfrtp_1
  • Cell type with the largest total area: dfrtp_1
  • Cell area leaders: dfrtp_1
  • Max-area cell share: 100.0%

Hold path
  • Hold Path Class: primary input to async pin

Job
  • Tool Warnings: 25
  • Max-cap check violation count: 0

Placed design
  • Gpl congestion: 0.6598
  • PortBufs: 17

Power
  • Worst ir drop on vdd: 0.0005557 V
  • Pleak: 0.3773 nW
  • Pwr Density: 1882 nW/um2
power by group:
part | leakage, nW | internal [W] | switching, W
Sequential | 0.280 | 0.00102 | 0.0000105
Combinational | 0.0761 | 0.0000486 | 0.0000259
Clock | 0.0216 | 0.000267 | 0.000233
Total | 0.377 | 0.00133 | 0.000269
through the flow:
step / setup slack, ps / area [um2] / std cells / total power [W] / utilization [%]
6_report: 79.26 / 852.1 / 93 / 0.001604 / 23.45
5_1_grt: 34.22 / 852.1 / 93 / 0.001699 / 23.45
4_1_cts: 60.06 / 852.1 / 93 / 0.001639 / 23.45
3_5_place_dp: 18.01 / 850.8 / 90 / 0.001144 / 23.42
3_3_place_gp: 23.47 / 850.8 / 90 / 0.001139 / 23.42
2_1_floorplan: 487.9 / 600.6 / 24 / 0.001042 / -
kinds of logic (layout without fill, tap and decap cells):
family	count (synthesis)	count (layout)	share of synthesized area [%]
flip-flops	24	24	100.0
buffers and inverters	0	21	0
layout make-up:
cell class	count	area, um2	area share (%)
well taps	48	60.06	7.048
repair buffers	18	150.1	17.62
clock buffers	3	41.29	4.846
flip-flops and latches	24	600.6	70.48
metal layers:
metal,share of wire [%],up-vias
met3,20,4
met1,49,115
met5,0,-
li1,-,114
met4,1.6,0
met2,30,19
cells in the final DEF, fill, tap and decap left out:
cell / n
dfrtp_1: 24
buf_2: 8
clkdlybuf4s50_1: 9
clkbuf_8: 3
buf_12: 1
worst max-delay path by stage:
stage / start / to / slack, ps / depth (start not counted)
4_1_cts: pipe[2][2] / q[2] / 60 / 1
5_1_grt: pipe[2][5] / q[5] / 30 / 1
6_report: pipe[2][2] / q[2] / 80 / 1
what timing repair did:
action,4_1_cts,5_1_grt
endpoints found under the setup margin,8,0
gates resized,24,0
hold buffers,0,0
Power figures rest on the tool's default switching activity, not on a simulated workload.
