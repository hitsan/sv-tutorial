$ cat run.sh
#!/bin/bash
# OpenROAD 26Q1-2900-gdf79404cd8, Yosys 0.63+post, stock flow scripts
make -C /OpenROAD-flow-scripts/flow DESIGN_CONFIG=/design/flow/config.mk WORK_HOME=/design/flow/orfs finish
$ cat config.mk
export PLATFORM = sky130hd
export DESIGN_NAME = fir_filter_pipelined
export DESIGN_NICKNAME = fir_filter_pipelined
export VERILOG_FILES = /design/flow/design.v
export SDC_FILE = /design/flow/constraint.sdc
export NUM_CORES = 4
export LEC_CHECK = 1
export CORE_UTILIZATION = 40
$ cat constraint.sdc
current_design fir_filter_pipelined

set clk_period 14.3
set clk_io_pct 0.2

create_clock -name clk0 -period $clk_period [get_ports {clk}]

set non_clock_inputs [all_inputs -no_clocks]
set_input_delay [expr $clk_period * $clk_io_pct] -clock clk0 $non_clock_inputs
set_output_delay [expr $clk_period * $clk_io_pct] -clock clk0 [all_outputs]
$ cat design.v
`timescale 1ns / 100ps
package alu_pkg;
  typedef enum logic [3:0] {
    ALU_ADD  = 4'b0000,
    ALU_SUB  = 4'b0001,
    ALU_AND  = 4'b0010,
    ALU_OR   = 4'b0011,
    ALU_XOR  = 4'b0100,
    ALU_SLL  = 4'b0101,
    ALU_SRL  = 4'b0110,
    ALU_SRA  = 4'b0111,
    ALU_SLT  = 4'b1000,
    ALU_SLTU = 4'b1001
  } alu_op_t;
endpackage
`timescale 1ns / 1ps
module fir_filter_pipelined #(
    parameter int DATA_WIDTH = 16,
    parameter int COEFF_WIDTH = 16,
    parameter int NUM_TAPS = 4,
    parameter logic signed [COEFF_WIDTH-1:0] COEFF_0 = 16'sh2000,   
    parameter logic signed [COEFF_WIDTH-1:0] COEFF_1 = 16'sh4000,   
    parameter logic signed [COEFF_WIDTH-1:0] COEFF_2 = 16'sh4000,   
    parameter logic signed [COEFF_WIDTH-1:0] COEFF_3 = 16'sh2000   
) (
    input  logic                         clk,
    input  logic                         rst_n,
    input  logic signed [DATA_WIDTH-1:0] data_in,
    input  logic                         valid_in,
    output logic signed [DATA_WIDTH-1:0] data_out,
    output logic                         valid_out
);
  localparam int MUL_WIDTH = DATA_WIDTH + COEFF_WIDTH;
  localparam int ACCUM_WIDTH = MUL_WIDTH + $clog2(NUM_TAPS);
  logic signed [DATA_WIDTH-1:0] in_reg[NUM_TAPS-1:0];
  logic signed [MUL_WIDTH-1:0] mul_reg[NUM_TAPS-1:0];
  logic signed [MUL_WIDTH-1:0] mul_pipe[NUM_TAPS-1:0];
  logic signed [ACCUM_WIDTH-1:0] accum;
  logic [1:0] valid_stage;
  always_ff @(posedge clk or negedge rst_n) begin
    if (!rst_n) begin
      for (int i = 0; i < NUM_TAPS; i++) begin
        in_reg[i] <= '0;
      end
    end else if (valid_in) begin
      in_reg[0] <= data_in;
      for (int i = 1; i < NUM_TAPS; i++) begin
        in_reg[i] <= in_reg[i-1];
      end
    end
  end
  always_comb begin
    mul_reg[0] = in_reg[0] * COEFF_0;
    mul_reg[1] = in_reg[1] * COEFF_1;
    mul_reg[2] = in_reg[2] * COEFF_2;
    mul_reg[3] = in_reg[3] * COEFF_3;
  end
  always_ff @(posedge clk or negedge rst_n) begin
    if (!rst_n) begin
      for (int i = 0; i < NUM_TAPS; i++) begin
        mul_pipe[i] <= '0;
      end
    end else if (valid_stage[0]) begin
      for (int i = 0; i < NUM_TAPS; i++) begin
        mul_pipe[i] <= mul_reg[i];
      end
    end
  end
  assign accum = mul_pipe[0] + mul_pipe[1] + mul_pipe[2] + mul_pipe[3];
  localparam int SCALE_SHIFT = 15;
  localparam int SCALED_WIDTH = ACCUM_WIDTH - SCALE_SHIFT;
  logic signed [SCALED_WIDTH-1:0] scaled;
  logic signed [ACCUM_WIDTH-1:0] scaled_full;
  assign scaled_full = accum >>> SCALE_SHIFT;
  assign scaled = scaled_full[SCALED_WIDTH-1:0];
  localparam int MAX_DATA = (1 << (DATA_WIDTH - 1)) - 1;
  localparam int MIN_DATA = -(1 << (DATA_WIDTH - 1));
  always_comb begin
    if (scaled > SCALED_WIDTH'($signed(MAX_DATA)))
      data_out = MAX_DATA[DATA_WIDTH-1:0];
    else if (scaled < SCALED_WIDTH'($signed(MIN_DATA)))
      data_out = MIN_DATA[DATA_WIDTH-1:0];
    else data_out = scaled[DATA_WIDTH-1:0];
  end
  always_ff @(posedge clk or negedge rst_n) begin
    if (!rst_n) valid_stage <= 2'b00;
    else valid_stage <= {valid_stage[0], valid_in};
  end
  assign valid_out = valid_stage[1];
endmodule
==> Slide: Implementation Results <==
Physical Implementation Snapshot

Timing
  • Setup TNS Final: 0 ns
  • Fmax: 0.131 GHz
  • Final setup viols: 0
  • Cycle use final: 0.535
  • RSZ-0062 raised after global routing: no
  • Worst-Margin Slew: 0.776 ns
  • Final min period: 7.66 ns
  • Worst Skew: 0.00545 ns
  • Worst hold margin: 0.484 ns
  • Final number of hold-violating endpoints: 0
  • Rel. slew slack: 0.482
  • Final slew viol count: 0

Critical path
  • Worst r2r path cells: 2
  • CP Class: flip-flop to output port
  • CP Data Arrival Time: 4.80 ns
  • Reg-to-Reg Start: valid_stage[0]
  • RR Endpoint: mul_pipe[1][14]
  • Critical Path Start Type: flip-flop
  • Maximum fanout along the worst path: 12
  • Critical Path Sink Type: output port
  • R2R Setup Slk: 12.22 ns
  • Worst Path Required: 11.44 ns

CTS
  • Clk latency late pin: 0.42 ns
  • Clock Path Buffers: 2
  • Root buffer cell: clkbuf_16
  • CTS Buf Count: 17
  • Post-CTS setup buffer count: 0
  • CTS H-tree depth: 4
  • CTS Hold Bufs: 0
  • Clock sinks: 130
  • CTS tree: built
  • Post-CTS sizing: 0
  • Clock transition at path regs: 0.06 ns

Global routing
  • First-pass GRT wire length: 20400 um
  • Global route overflow: 0
  • Vias in the first global route: 4280
  • Initial antenna violation count: 0
  • Largest net degree at the start of global routing: 70
  • Tot GR Track Use: 0.148

Yosys
  • Post-synth regs: 130
  • Synth Instances: 597
  • Flip-flops with a built-in enable: 0
  • Post-synth top cells: 130 x dfrtp_1, 90 x inv_1, 72 x mux2_2, 66 x nand2_1, 64 x o21ai_0
  • Most common cell in the netlist: dfrtp_1
  • Avg Inst Size Synth: 11.3 um2
  • Mapped cell area: 6720 um2
  • Unique masters post-synth: 47
  • Warnings, synthesis: 4
  • Ys async rst share: 1.00
  • Post-synthesis sequential area ratio: 0.484
  • Cell type with the largest total area: dfrtp_1
  • Synthesis area per yosys: 6720 um2
  • Area share, top type: 0.484
  • Yosys cell count: 597
  • Cell area leaders: dfrtp_1 48%, mux2_2 12%, fa_1 9.8%
  • Dominant register cell: dfrtp_1

Cells and area
  • Fill cells: 1448
  • Ratio of cells with drive above 1 in the final layout: 0.202
  • Post-route cell area: 7890 um2
  • Synth-to-layout area growth: 17.4%

Power
  • Peak supply drop: 294 uV
  • Switch Pwr: 0.767 mW
  • Seq pwr share: 0.219
  • Clock power share: 0.209
  • Total power: 2.12 mW
  • Leak Pwr: 3.61 nW
  • Switching Share: 0.362
  • Internal power: 1.36 mW
  • Power Density: 269 nW/um2
  • Comb pwr share: 0.572

Placed design
  • DP Wirelength: 7710 um
  • I/O Buffers: 35
  • Cell Area, Placed: 7270 um2
  • RD Place Congestion: 0.831

Die
  • Io pins: 36
  • Die width: 132 um
  • Row count: 47
  • Die ar.: 17300 um2
  • Die Y-Extent: 132 um
  • Core Region: 16500 um2
  • FP Util: 0.408

Detailed routing
  • Drt wl/cell: 12.9 um
  • DRC: 0
  • Total iterations of the first detailed-routing run: 5
  • Via/cell ratio: 4.76
  • Antenna Nets Post-Route: 0
  • Starting DRC count in detailed routing: 230
  • Final wirelength: 11200 um
  • Ant. Diodes: 0
  • Vias post-DR: 4120

Hold path
  • HP Start: in_reg[3][5]
  • Worst Hold Class: flip-flop to flip-flop
  • Hold Crit Depth: 2
  • Hold endpoint: mul_pipe[3][18]

Flow run
  • Maxcap violations: 0
  • OpenROAD warning count: 25

Outcome
  • Outcome: finished clean
cell families after synthesis:
kind of cell	Yosys count	synth area share
DFF	130	0.484
AOI/OAI and AO/OA	118	0.114
buffers and inverters	114	0.0661
and+or+nand+nor	99	0.0650
muxes	73	0.122
adders and majority gates	51	0.132
xor gates and xnor gates	12	0.0168
power groups by stage:
stage / logic [mW] / clock network, mW / registers, mW
final: 1.22 / 0.444 / 0.464
after global routing: 1.38 / 0.469 / 0.473
after CTS: 1.23 / 0.453 / 0.464
per-stage QoR:
stage                     instances   util  setup WS [ns]
after floorplan                 597      -           7.95
after global placement          833  0.441           7.18
after detailed placement        833  0.441           7.04
after CTS                       865  0.479           6.59
after global routing            865  0.479           6.26
final                           865  0.479           6.64
placed cells by master (no fill, tap or decap), types with 7 or more instances in the layout:
master           Yosys  layout
ha_1                18      18
clkdlybuf4s50_1      0      33
mux2_2              72      72
o21ai_0             64      64
fa_1                33      33
dfrtp_1            130     129
a21oi_1             13      13
xnor2_1              7       7
a21oi_2              7       7
nand2_1             66      66
nor2_1              13      13
inv_1               90      90
clkbuf_16            0      17
how the worst max path moves through the flow:
stage / depth (start not counted) / to / start
finish: 15 / data_out[4] / mul_pipe[0][15]
global route: 15 / data_out[4] / mul_pipe[0][15]
CTS: 15 / data_out[4] / mul_pipe[0][15]
worst max-delay path, cell delays in order, from the launching register on:
cell and delay, ns:
dfrtp_1 0.33, inv_1 0.06, fa_1 0.53, inv_1 0.05, fa_1 0.45, ha_1 0.24
fa_1 0.42, a211oi_1 0.27, nor2_1 0.15, o311ai_1 0.36, a21oi_2 0.12, xor2_2 0.32
a211oi_2 0.12, buf_4 0.22, o31ai_1 0.25, clkdlybuf4s50_1 0.50
area by class of cell:
type | instances | area [um2] | share of cell area
Tap cell | 220 | 275 | 0.0349
Sequential cell | 130 | 3250 | 0.413
Multi-Input combinational cell | 353 | 3020 | 0.383
Clock inverter | 14 | 180 | 0.0228
Timing Repair Buffer | 40 | 380 | 0.0482
Clock buffer | 18 | 439 | 0.0557
Inverter | 90 | 338 | 0.0428
metal layers:
layer,global-route usage,part of all wire,vias up
li1,-,-,2039
met1,0.261,0.53,2007
met2,0.203,0.41,62
met4,0.0220,0.018,0
met3,0.0307,0.036,12
met5,0,0,-
Power is estimated from default activity; no workload was simulated.
