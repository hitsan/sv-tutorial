==> /design/flow/run.sh <==
#!/bin/bash
# OpenROAD 26Q1-2900-gdf79404cd8, Yosys 0.63+post, stock flow scripts
make -C /OpenROAD-flow-scripts/flow DESIGN_CONFIG=/design/flow/config.mk WORK_HOME=/design/flow/orfs finish
==> /design/flow/config.mk <==
export PLATFORM = sky130hd
export DESIGN_NAME = multiplier_pipelined_array
export DESIGN_NICKNAME = multiplier_pipelined_array
export VERILOG_FILES = /design/flow/design.v
export SDC_FILE = /design/flow/constraint.sdc
export NUM_CORES = 4
export LEC_CHECK = 1
export CORE_UTILIZATION = 40
==> /design/flow/constraint.sdc <==
current_design multiplier_pipelined_array

set clk_period 3.7
set clk_io_pct 0.2

create_clock -name clk0 -period $clk_period [get_ports {clk}]

set non_clock_inputs [all_inputs -no_clocks]
set_input_delay [expr $clk_period * $clk_io_pct] -clock clk0 $non_clock_inputs
set_output_delay [expr $clk_period * $clk_io_pct] -clock clk0 [all_outputs]
==> /design/flow/design.v <==
`timescale 1ns / 100ps
package alu_pkg;
  typedef enum logic [3:0] {
    ALU_ADD  = 4'b0000,
    ALU_SUB  = 4'b0001,
    ALU_AND  = 4'b0010,
    ALU_OR   = 4'b0011,
    ALU_XOR  = 4'b0100,
    ALU_SLL  = 4'b0101,
    ALU_SRL  = 4'b0110,
    ALU_SRA  = 4'b0111,
    ALU_SLT  = 4'b1000,
    ALU_SLTU = 4'b1001
  } alu_op_t;
endpackage
`timescale 1ns / 100ps
module multiplier_pipelined_array #(
    parameter  int INPUT_WIDTH  = 8,
    localparam int OUTPUT_WIDTH = INPUT_WIDTH * 2
) (
    input  logic                    clk,
    input  logic                    rst_n,
    input  logic [ INPUT_WIDTH-1:0] in0,
    input  logic [ INPUT_WIDTH-1:0] in1,
    output logic [OUTPUT_WIDTH-1:0] product
);
  logic [OUTPUT_WIDTH-1:0] sum[INPUT_WIDTH];
  always_ff @(posedge clk or negedge rst_n) begin
    if (!rst_n) begin
      for (int i = 0; i < INPUT_WIDTH; i++) begin
        sum[i] <= '0;
      end
      product <= '0;
    end else begin
      sum[0] <= OUTPUT_WIDTH'(in0) & {OUTPUT_WIDTH{in1[0]}};
      for (int i = 1; i < INPUT_WIDTH; i++) begin
        sum[i] <= sum[i-1] + ((OUTPUT_WIDTH'(in0) & {OUTPUT_WIDTH{in1[i]}}) << i);
      end
      product <= sum[INPUT_WIDTH-1];
    end
  end
endmodule : multiplier_pipelined_array
==> results.yml <==
# synthesis and place-and-route metrics
final_timing:
  finalCritPeriodShare: 0.710
  fin_crit_ns: 2.63
  slew_headroom: 0.509
  maxSlewViolCount: 0
  worstMarginPinSlew_ns: 0.736
  setup-violations-final: 0
  fmax_mhz: 381
  setup-tns-final_ns: 0
  final-hold-violation-count: 0
  fin_skew_ns: 0.00473
  unrepaired_setup_endpoints_after_global_routing: "no"
critical_path:
  timing.critical_path.from_type: "primary input"
  rr_endpoint: "sum[6][14]$_DFF_PN0_"
  crit_required_ns: 3.98
  worst_r2r_startpoint: "sum[5][6]$_DFF_PN0_"
  crit_fanout: 8
  timing_worst_setup_path_type: "in -> reg"
  worstPathArrival_ns: 2.90
  timing.critical_path.to_type: "flip-flop"
  r2r_setup_slack_ns: 1.78
  ff2ff_path_depth: 7
yosys:
  post_synth_num_cell_types: 36
  yosys-stat-area_sq_um: 5300
  syn-mean-instance-area_sq_um: 12.3
  ys_cells: 432
  yosysSeqAreaShare: 0.543
  synth-seq-cells: 115
  post_synth_inst_count: 432
  netlist_area_before_placement_sq_um: 5300
  yosysWarningCount: 2
outcome:
  outcome: "finished clean"
grt:
  first_global_vias: 3244
  grt_first_pass_wirelength_mm: 14.6
  antenna_found_initial: 0
  grt_start_max_net_pins: 62
  global_route.usage.total: 0.140
  globalRouteOverflowTotal: 0
placed_design:
  dpl.hpwl_mm: 5.79
  port_buffers: 33
  routability_congestion_estimate_from_global_placement: 0.780
  post_dp_cell_area_sq_um: 5860
  numPlacedInstances: 639
power:
  vdd_drop_max_mv: 0.342
  power.combinational.fraction: 0.248
  power.net_switching_w: 0.00123
  power.leakage_nw: 3.01
  power.density_nw_per_um2: 687
  clock_power_share: 0.350
  p_int_w: 0.00319
  power.share.switching: 0.279
  seq_power_share: 0.402
clock_tree:
  cts.sink_count: 115
  cts_resized: 0
  cts-hold-fix-buffers: 0
  htree_num_levels: 4
  cts_tree: "built"
  clk_pin_slew_worst_paths_ns: 0.06
  post_cts_buffers: 0
  cts_buffers: 17
  clockBufferDepth: 2
  clkLatencyLatePin_ns: 0.40
  cts.root.buffer_cell: "sky130_fd_sc_hd__clkbuf_16"
detailed_routing:
  dr.first_iter.drc_count: 139
  route.final.wire_length_mm: 8.00
  postRouteAntennaNets: 0
  route.detailed.drc: 0
  insertedDiodeCount: 0
  vias: 3176
  route.detailed.wl_per_inst_microns: 11.9
  firstDrtPassIters: 4
  avgViaCountPerCell: 4.73
floorplanning:
  die-area_sq_um: 13700
  floorplan.core_util: 0.415
  die_span_x_microns: 117
  rows: 41
  core_region_area_sq_um: 12800
  boundaryPins: 34
  dieHeight_microns: 117
cells_and_area:
  final_cells: 671
  stdcell_area_sq_um: 6430
  area_delta_synth_final_pct: 21.3
  share_of_final_layout_standard_cells_stronger_than_drive_strength_1: 0.0902
  final_layout_top_logic_cell: "sky130_fd_sc_hd__dfrtp_1"
  layout_top_cells_excl_fill_tap: "sky130_fd_sc_hd__dfrtp_1, sky130_fd_sc_hd__and2_1, sky130_fd_sc_hd__ha_1"
  multiInputGateArea_sq_um: 2370
  filler_cell_count: 1095
  final-seq-area_sq_um: 2880
min_path:
  hold_path_class: "reg -> reg"
  whs_endpoint: "sum[7][3]$_DFF_PN0_"
  min_from: "sum[6][3]$_DFF_PN0_"
  worstHoldPathCells: 0
flow_run:
  timing.max_cap.violations: 0
  count_of_warning_messages_emitted_by_the_tools: 25
-- logic make-up (layout without fill, tap and decap cells) --
group	count (synthesis)	in the layout	synth area share
simple gates	123	123	0.128
flops	115	115	0.543
compound gates	79	79	0.0975
fa+ha+maj	62	62	0.156
xor+xnor	39	39	0.0645
buf+inv	14	81	0.00992
-- synthesized netlist by cell type --
cell	count	area [sq um]
sky130_fd_sc_hd__and3b_1	2	17.5
sky130_fd_sc_hd__o21ba_2	1	10.0
sky130_fd_sc_hd__a21oi_1	23	115
sky130_fd_sc_hd__nor2b_1	6	37.5
sky130_fd_sc_hd__nor3_1	4	20.0
sky130_fd_sc_hd__inv_1	14	52.6
sky130_fd_sc_hd__o21ai_1	7	35.0
sky130_fd_sc_hd__a211oi_1	2	15.0
sky130_fd_sc_hd__nor2_1	23	86.3
sky130_fd_sc_hd__a311oi_2	1	15.0
sky130_fd_sc_hd__o21ai_2	1	8.76
sky130_fd_sc_hd__a22oi_1	1	7.51
sky130_fd_sc_hd__a21oi_2	6	52.6
sky130_fd_sc_hd__a21boi_2	1	11.3
sky130_fd_sc_hd__o31a_1	1	8.76
sky130_fd_sc_hd__a31oi_1	1	6.26
sky130_fd_sc_hd__xor2_1	13	114
sky130_fd_sc_hd__a21boi_0	2	15.0
sky130_fd_sc_hd__or3_1	2	12.5
sky130_fd_sc_hd__nand3_1	1	5.00
sky130_fd_sc_hd__o21a_1	8	60.1
sky130_fd_sc_hd__nand2b_1	1	6.26
sky130_fd_sc_hd__fa_1	7	140
sky130_fd_sc_hd__o22ai_1	2	12.5
sky130_fd_sc_hd__ha_1	55	688
sky130_fd_sc_hd__and2b_1	2	15.0
sky130_fd_sc_hd__nand3b_1	2	15.0
sky130_fd_sc_hd__o21bai_1	4	30.0
sky130_fd_sc_hd__o21ai_0	9	45.0
sky130_fd_sc_hd__nor4_1	4	25.0
sky130_fd_sc_hd__and2_1	62	388
sky130_fd_sc_hd__a21o_1	8	60.1
sky130_fd_sc_hd__xnor2_1	26	228
sky130_fd_sc_hd__nand2_1	14	52.6
sky130_fd_sc_hd__a221oi_1	1	8.76
sky130_fd_sc_hd__dfrtp_1	115	2880
-- flip-flops by register name, indices dropped and copies added, names as in the netlist --
name	flops
product	16
sum	99
-- worst max-delay path, stage by stage --
cell and delay (ns):
sky130_fd_sc_hd__clkdlybuf4s50_1 0.52, sky130_fd_sc_hd__and2_1 0.22, sky130_fd_sc_hd__ha_1 0.20, sky130_fd_sc_hd__fa_1 0.41, sky130_fd_sc_hd__a21o_1 0.20, sky130_fd_sc_hd__a21oi_1 0.23
sky130_fd_sc_hd__o21ai_1 0.13, sky130_fd_sc_hd__nor4_1 0.19, sky130_fd_sc_hd__a21oi_1 0.06
-- stage by stage --
step	hold WS (ns)	total power, W	util	setup WS (ns)
finish	0.344	0.00442	0.503	1.07
global placement	0.332	0.00288	0.458	0.695
global route	0.350	0.00475	0.503	0.918
floorplan	0.331	0.00256	-	1.42
detailed placement	0.335	0.00289	0.458	0.652
CTS	0.346	0.00448	0.503	1.07
-- layout make-up --
class                   instances  share of cell area
clock buffers                  17              0.0662
well taps                     172              0.0335
inverters                      14             0.00818
repair buffers                 35              0.0533
flip-flops and latches        115               0.448
multi-input cells             303               0.368
clock inverters                15              0.0228
-- how the worst max path moves through the flow --
stage | start | to | slack, ns
final | in1[6] | sum[6][14]$_DFF_PN0_ | 1.07
after CTS | in0[0] | sum[6][14]$_DFF_PN0_ | 1.07
after global routing | in0[0] | sum[6][14]$_DFF_PN0_ | 0.92
-- power by group through the flow --
stage	Combinational, W	Clock (W)	Sequential, W
global route	0.00128	0.00164	0.00183
CTS	0.00111	0.00158	0.00178
finish	0.00110	0.00155	0.00178
-- layer usage --
layer	routed length [microns]	global-route usage	up-vias
met1	3680	0.189	1520
met3	352	0.0336	12
met4	125	0.0203	0
li1	-	-	1591
met5	0	0	-
met2	3850	0.242	53
No activity file was given, so power comes from the tool's default toggle rates.
