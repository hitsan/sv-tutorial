==> /design/flow/design.v <==
`timescale 1ns / 100ps
package alu_pkg;
  typedef enum logic [3:0] {
    ALU_ADD  = 4'b0000,
    ALU_SUB  = 4'b0001,
    ALU_AND  = 4'b0010,
    ALU_OR   = 4'b0011,
    ALU_XOR  = 4'b0100,
    ALU_SLL  = 4'b0101,
    ALU_SRL  = 4'b0110,
    ALU_SRA  = 4'b0111,
    ALU_SLT  = 4'b1000,
    ALU_SLTU = 4'b1001
  } alu_op_t;
endpackage
`timescale 1ns / 1ps
module fir_filter_direct #(
    parameter int DATA_WIDTH = 16,   
    parameter int COEFF_WIDTH = 16,   
    parameter int NUM_TAPS = 4,   
    parameter logic signed [COEFF_WIDTH-1:0] COEFF_0 = 16'sh2000,   
    parameter logic signed [COEFF_WIDTH-1:0] COEFF_1 = 16'sh4000,   
    parameter logic signed [COEFF_WIDTH-1:0] COEFF_2 = 16'sh4000,   
    parameter logic signed [COEFF_WIDTH-1:0] COEFF_3 = 16'sh2000   
) (
    input  logic                         clk,
    input  logic                         rst_n,
    input  logic signed [DATA_WIDTH-1:0] data_in,
    input  logic                         valid_in,
    output logic signed [DATA_WIDTH-1:0] data_out,
    output logic                         valid_out
);
  logic signed [DATA_WIDTH-1:0] shift_reg[0:NUM_TAPS-1];
  localparam int ACCUM_WIDTH = DATA_WIDTH + COEFF_WIDTH + $clog2(NUM_TAPS);
  logic signed [ACCUM_WIDTH-1:0] accum;
  always_ff @(posedge clk or negedge rst_n) begin
    if (!rst_n) begin
      for (int i = 0; i < NUM_TAPS; i++) begin
        shift_reg[i] <= '0;
      end
    end else if (valid_in) begin
      shift_reg[0] <= data_in;
      for (int i = 1; i < NUM_TAPS; i++) begin
        shift_reg[i] <= shift_reg[i-1];
      end
    end
  end
  assign accum = COEFF_0 * shift_reg[0] + COEFF_1 * shift_reg[1] + COEFF_2 * shift_reg[2] + COEFF_3 * shift_reg[3];
  localparam int SCALE_SHIFT = 15;
  localparam int SCALED_WIDTH = ACCUM_WIDTH - SCALE_SHIFT;
  logic signed [SCALED_WIDTH-1:0] scaled;
  logic signed [ ACCUM_WIDTH-1:0] scaled_full;
  assign scaled_full = accum >>> SCALE_SHIFT;
  assign scaled = scaled_full[SCALED_WIDTH-1:0];
  localparam int MAX_DATA = (1 << (DATA_WIDTH - 1)) - 1;   
  localparam int MIN_DATA = -(1 << (DATA_WIDTH - 1));   
  always_comb begin
    if (scaled > SCALED_WIDTH'($signed(MAX_DATA))) data_out = MAX_DATA[DATA_WIDTH-1:0];
    else if (scaled < SCALED_WIDTH'($signed(MIN_DATA))) data_out = MIN_DATA[DATA_WIDTH-1:0];
    else data_out = scaled[DATA_WIDTH-1:0];
  end
  always_ff @(posedge clk or negedge rst_n) begin
    if (!rst_n) valid_out <= 1'b0;
    else valid_out <= valid_in;
  end
endmodule
==> /design/flow/run.sh <==
#!/bin/bash
# OpenROAD 26Q1-2900-gdf79404cd8, Yosys 0.63+post, stock flow scripts
make -C /OpenROAD-flow-scripts/flow DESIGN_CONFIG=/design/flow/config.mk WORK_HOME=/design/flow/orfs finish
==> /design/flow/config.mk <==
export PLATFORM = sky130hd
export DESIGN_NAME = fir_filter_direct
export DESIGN_NICKNAME = fir_filter_direct
export VERILOG_FILES = /design/flow/design.v
export SDC_FILE = /design/flow/constraint.sdc
export NUM_CORES = 4
export LEC_CHECK = 1
export CORE_UTILIZATION = 40
==> /design/flow/constraint.sdc <==
current_design fir_filter_direct

set clk_period 19.0
set clk_io_pct 0.2

create_clock -name clk0 -period $clk_period [get_ports {clk}]

set non_clock_inputs [all_inputs -no_clocks]
set_input_delay [expr $clk_period * $clk_io_pct] -clock clk0 $non_clock_inputs
set_output_delay [expr $clk_period * $clk_io_pct] -clock clk0 [all_outputs]
==> results.txt <==
Item: results of the latest flow run.

- Clock tree synthesis inserted a total of 9 buffers.
- VDD sags by at most 0.000129 V.
- The min-delay analysis places its worst path in the category flop to flop.
- Based on the critical path, the design can be clocked at up to 120 MHz.
- Looking at the critical path, the highest net fanout was 12.
- In the finished design, the share of the clock period the worst path needs comes to 0.438.
- Per the post-synthesis report, the number of cells in the design is 467.
- The post-synthesis cell area is 0.00431 mm^2.
- The power per unit of standard cell area is 180 mW/mm^2.
- The number of slew-limit violations in the final report is 0.
- The report lists the number of cells resized after CTS as 0.
- Counting only logic cells after layout, the most numerous master is sky130_fd_sc_hd__inv_1.
- The die footprint is 0.0112 mm^2.
- Per STA, the highest per-stage delay on the worst path measures 530 ps.
- The final timing report lists clock skew as 11.6 ps.
- The first global-routing pass estimated 13600 um of wire.
- The final antenna diode count is 0.
- The worst path arrival time is 4520 ps.
- The critical path class is flop to output port.
- The worst setup slack for register-to-register paths is 18200 ps.
- The setup TNS after final layout is 0 ps.
- The number of cells on the worst hold path is 2.
- The final timing report derives a shortest allowable period of 8320 ps.
- The origin of the critical flop-to-flop path is shift_reg[0][1].
- Setup repair after global routing left no endpoint under its margin.
- For the worst-skew pair, the clock arrives at the later sink with an insertion delay of 350 ps.
- In the post-route report, total wirelength is listed as 7430 um.
- For reference, the final report shows the hold violation count at 0.
- The area of the core is 0.0104 mm^2.
- Detailed placement reports a standard cell area of 0.00475 mm^2.
- For this configuration, the core starts out at a cell density of 0.416.
- The initialized floorplan defines 37 standard-cell rows.
- STA on the placed design reports a worst setup slack of 11020 ps.
- The most common logic cells in the final layout are sky130_fd_sc_hd__inv_1, sky130_fd_sc_hd__o21ai_0, sky130_fd_sc_hd__nand2_1, sky130_fd_sc_hd__dfrtp_1.
- The summed area of non-filler cells in the final layout is 0.00495 mm^2.
- The CTS tree is built.
- For this run, the total global-route usage over all layers was measured as 0.154.
- The placement summary gives the final routability congestion estimate as 0.879.
- The I/O pin count is 36.
- Per STA, the worst path is made up of inv_1 -> fa_1 -> inv_1 -> fa_1 -> ha_1 -> fa_1 -> a211o_1 -> nand2_1 -> o41ai_1 -> o21bai_1 -> xnor2_1 -> o21a_1 -> o21ai_0 -> clkdlybuf4s50_1.
- CTS built an H-tree with a depth of 3.
- In this run the tools logged warnings totalling 25.
- The leakage power total is 2.36 nW.
- The stat command in Yosys gives a chip area of 0.00431 mm^2.
- The placed wire-length estimate after detailed placement is 5540 um.
- For reference, the post-synthesis area per instance comes to 9.24 um^2.
- The buffer cell driving the clock tree root is sky130_fd_sc_hd__clkbuf_8.
- The count of unique library cells instantiated by Yosys is 41.
- According to the report, the first pass of detailed routing completed in 7 iterations.
- The post-route utilization of the core is recorded as 0.478.
- The via count of the first global-routing pass is 3056.
- Per the OpenROAD floorplan log, the width of the die is 106 um.
- STA classifies the critical path startpoint as a flop.
- Setup slack on the critical path of the routed design comes to 10680 ps.
- Logic depth along the worst register-to-register path is recorded as 1.
- Dividing the detail-routed via count by the number of cells gives 4.78.
- The die height is 106 um.
- The number of synthesized flops with an enable pin is 0.
- The async set-reset flop share out of synthesis is 1.00.
- The dominant cell type by count on the critical path is sky130_fd_sc_hd__fa_1.
- The number of antenna violations at the first check in global routing is 0.
- The detailed router finished its first iteration with 113 violations.
- The maximum count of clock buffers along a single path is 2.
- Compared with the post-synthesis result, the final layout area differs by 14.8%.
- On the reported timing paths, the clock transition at the registers reads 80 ps.
- In the final routed layout, each cell accounts on average for 11.7 um.
- The post-route total power is 892 uW.
- Data on the critical path is required at its endpoint by 15200 ps.
- Entering global routing, the biggest net connects 79 pins.
- STA lists the startpoint of the worst hold path as shift_reg[1][6].
- STA classifies the critical path endpoint as an output port.
- Per the post-route antenna check, the number of violating nets is 0.
- The synthesis report lists the Yosys warning total as 2.
- The terminus of the critical flop-to-flop path is shift_reg[0][1].
- The reported max-cap violation count is 0.
- At the pin with the least slew margin, the transition time is 688 ps.
- The total overflow left after global routing is 0.
- The count of port buffers added during placement is 35.
- The flip-flop count of the largest register after layout is 64.
- The share of the Yosys chip area taken by registers is 0.377.
- The total cells reported by yosys after synthesis is 467.
- The slowest stage of the critical path belongs to the cell sky130_fd_sc_hd__fa_1.
- The final tally of setup violations is 0.
- Summing over every cut layer, the via total after detailed routing is 3048.
- The number of remaining DRC errors is 0.
- The number of clock sinks came to 65.
- The layout summary lists the proportion of cells stronger than drive strength 1 as 0.0778.
- The post-CTS hold buffer count recorded in the log is 0.
- Among all flip-flop cells after synthesis, the most frequent one is sky130_fd_sc_hd__dfrtp_1.
- The worst hold path terminates at shift_reg[2][6].
- Headroom to the max-slew limit came out at 0.541.
- The flow ran to the end, and the final reports show no timing, DRC or antenna violations.
- Per the repair_timing log after CTS, setup buffers inserted total 0.
- The synthesized flop and latch total is 65.
where the power goes:
| part | switching, mW | internal, mW | leakage (nW) |
|---|---|---|---|
| combinational | 0.281 | 0.323 | 1.45 |
| clock | 0.0620 | 0.0631 | 0.103 |
| sequential | 0.00769 | 0.155 | 0.807 |
| total | 0.351 | 0.541 | 2.36 |
routing by layer:
metal	vias up	track usage	share of wire
li1	1552	-	-
met1	1443	0.243	0.50
met2	43	0.241	0.46
met3	10	0.0265	0.034
met4	0	0.0169	0.011
met5	-	0	0
cell type report:
cell class	count	area [um^2]
Inverter	95	357
Sequential cell	65	1630
Fill cell	971	5420
Clock buffer	9	124
Multi-Input combinational cell	288	2230
Tap cell	136	170
Timing Repair Buffer	37	358
Clock inverter	7	83.8
stage by stage:
step,hold WS (ps),instances
after global routing,510,637
after global placement,455,621
final,478,637
after detailed placement,463,621
after floorplan,450,467
after CTS,481,637
worst max path at each step:
stage / startpoint / end / slack [ps] / cells past startpoint
final: shift_reg[0][2] / data_out[3] / 10680 / 14
after CTS: shift_reg[0][2] / data_out[3] / 10640 / 14
after global routing: shift_reg[0][2] / data_out[4] / 10290 / 14
cells by family (layout without fill, tap and decap cells):
| family | after synthesis | count (layout) | share of synthesized area |
|---|---|---|---|
| AND/OR/NAND/NOR | 88 | 88 | 0.0853 |
| buffers and inverters | 114 | 148 | 0.105 |
| AND-OR/OR-AND | 128 | 128 | 0.180 |
| flip-flops | 65 | 65 | 0.377 |
| multiplexers | 8 | 8 | 0.0209 |
| adder cells (fa/ha/maj) | 51 | 51 | 0.205 |
| XOR/XNOR | 13 | 13 | 0.0264 |
synthesized netlist by cell type (all sizes together), types with 2 or more instances:
| cell type | instances | area share |
|---|---|---|
| a211o | 3 | 0.0061 |
| a211oi | 2 | 0.0046 |
| a21o | 11 | 0.021 |
| a21oi | 27 | 0.037 |
| buf | 7 | 0.012 |
| clkbuf | 12 | 0.010 |
| dfrtp | 65 | 0.38 |
| fa | 33 | 0.15 |
| ha | 18 | 0.052 |
| inv | 95 | 0.083 |
| mux2 | 8 | 0.021 |
| nand2 | 65 | 0.057 |
| nand3 | 4 | 0.0046 |
| nand4 | 3 | 0.0044 |
| nor2 | 6 | 0.0052 |
| nor2b | 2 | 0.0029 |
| nor3 | 2 | 0.0023 |
| o211ai | 5 | 0.0099 |
| o21a | 3 | 0.0052 |
| o21ai | 69 | 0.080 |
| o21bai | 2 | 0.0035 |
| or3 | 2 | 0.0029 |
| xnor2 | 8 | 0.016 |
| xor2 | 5 | 0.010 |
critical path: cells and delay by family, from the launching register on:
kind	cells	cell delay (ps)
flops	1	350
fa+ha+maj	4	1670
buf+inv	3	560
xor+xnor	1	210
compound gates	5	1300
simple gates	1	110
Power figures rest on the tool's default switching activity, not on a simulated workload.
